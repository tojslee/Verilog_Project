$ cat design/flow/config.mk
export PLATFORM = sky130hd
export DESIGN_NAME = controller
export DESIGN_NICKNAME = controller
export VERILOG_FILES = /design/flow/design.v
export SDC_FILE = /design/flow/constraint.sdc
export NUM_CORES = 4
export LEC_CHECK = 1
export CORE_AREA = 10 10 73 73
export DIE_AREA = 0 0 83 83
$ cat design/flow/constraint.sdc
current_design controller

set clk_period 2.9
set clk_io_pct 0.2

create_clock -name clk0 -period $clk_period [get_ports {clk}]

set non_clock_inputs [all_inputs -no_clocks]
set_input_delay [expr $clk_period * $clk_io_pct] -clock clk0 $non_clock_inputs
set_output_delay [expr $clk_period * $clk_io_pct] -clock clk0 [all_outputs]
$ cat design/flow/design.v
module controller (
  input clk,
  input wait_, IR15, AC15, IR14,
  output [21:0] bus_controller
);
  wire [39:0] micro_instructions;
  wire [1:0] muxout;
  reg [3:0] state;
  reg [3:0] next_state;
  controllerROM rom(state, micro_instructions);
  always @ (posedge clk) state = next_state;
  initial begin
   state = 0;
  end
  assign bus_controller = micro_instructions[21:0];
  assign muxout[1] = micro_instructions[39] ? IR15 : wait_;
  assign muxout[0] = micro_instructions[38] ? IR14 : AC15;
  always @ (micro_instructions[37:22] or muxout) begin
    case(muxout)
      2'b00 : next_state = micro_instructions[37:34];
      2'b01 : next_state = micro_instructions[33:30];
      2'b10 : next_state = micro_instructions[29:26];
      2'b11 : next_state = micro_instructions[25:22];
    endcase
  end
endmodule
module controllerROM (
  input [3:0] state,
  output reg [39:0] out
);
  always @ ( out or state ) begin
    case (state)
    4'b0000: out = 40'b0000010001000100010000000000000001000000;   
    4'b0001: out = 40'b0000010001001000101000000000010000100000;   
    4'b0010: out = 40'b0000110011001000100000000010000000001100;   
    4'b0011: out = 40'b0000110011010001000000000000001000000000;   
    4'b0100: out = 40'b0001000100010101010010000000100000000000;   
    4'b0101: out = 40'b1101101001101111100000000000000000000000;   
    4'b0110: out = 40'b0001100110011101110100000000010000000000;   
    4'b0111: out = 40'b0010001000011101110000000010001000001100;   
    4'b1000: out = 40'b0000010001000100010001010100000010000001;   
    4'b1001: out = 40'b0010101010101010100100000000010100000010;   
    4'b1010: out = 40'b0000010001101010100000000011000000000100;   
    4'b1011: out = 40'b0011001100110011000100000000010000000000;   
    4'b1100: out = 40'b0011011101110011000000000010001000001100;   
    4'b1101: out = 40'b0000010001000100010001111000000010000001;   
    4'b1110: out = 40'b0000011111000111110000000000000000000000;   
    4'b1111: out = 40'b0000010001000100010100000000000000010000;   
    endcase
  end
endmodule
$ cat design/flow/run.sh
#!/bin/bash
# OpenROAD 26Q1-2900-gdf79404cd8, Yosys 0.63+post, stock flow scripts
make -C /OpenROAD-flow-scripts/flow DESIGN_CONFIG=/design/flow/config.mk WORK_HOME=/design/flow/orfs finish
==> GITHUB_STEP_SUMMARY <==
## Synthesis and layout report

| Metric | Value |
|---|---|
| Status | completed |
| Final hold vios | 0 |
| Final setup fails | 0 |
| Slew HR | approximately 64% |
| Setup crit end kind | primary output |
| ANT cells | 0 |
| Cell with the most instances after synthesis | nand2_1 |
| Post-synth EDFFs | 1 |
| Yosys cell types | 35 |
| Final Max Slew Viols | 0 |
| Cell Area, Placed | ~1100 um^2 |
| Root Driver | clkbuf_8 |
| Leakage power | about 0.46 nW |
| Worst Hold Class | reg -> reg |
| Drt pass-1 iters | 4 |
| Setup TNS | 0 ns |
| PwrDens | approximately 1100 nW/um^2 |
| Syn avg cell area | ~7.6 um^2 |
| Flop2flop setup slack | ~0.63 ns |
| GRT overflow | 0 |
| Setup Crit Path Kind | reg -> out |
| Clock Skew | ~0.003 ns |
| Pin count of the biggest net entering global routing | 27 |
| Most area-hungry cell type in the Yosys netlist | ha_1 |
| Area grow syn2layout | 37.8% |
| Initial antenna violation count | 0 |
| Max Cap Viol | 0 |
| Routed WL | roughly 2300 um |
| Port Buffers | 26 |
| Worst-path maximum fanout | 6 |
| Sequential share of power | between 10% and 20% |
| Seq share, synth | a little over a tenth |
| Critical Path RT | roughly 2.3 ns |
| Startpoint Class | flop |
| Synth top cells by count | nand2_1 (12), o21ai_0 (11), ha_1 (9) |
| DP Cell Count | ~170 |
| Pint | 0.705 mW |
| Critical Path Max Stage Delay | 0.51 ns |
| Wire length per cell | roughly 13 um |
| Cells along the critical path | inv_1 > ha_2 > nand2_1 > o21ai_0 > nand2_1 > o21ai_0 > clkdlybuf4s50_1 |
| OpenROAD warnings | 32 |
| Die height | between 80 and 90 um |
| Skew-Pair Late Insertion Delay | about 0.22 ns |
| Crit path DAT | 2.11 ns |
| Filler cells | between 300 and 400 |
| Post-CTS Hold Buffers | 0 |
| # Cells Yosys | ~110 |
| Top cells, area | ha_1 (14%), dfxtp_1 (7.3%), buf_4 (7.3%) |
| YS warnings | 2 |
| Slowest cell on crit path | clkdlybuf4s50_1 |
| Min-Delay Path Depth | 4 |
| Clk network pwr share | ~10% |
| Worst Hold Endpoint | state[0] |
| Clock buffer depth | 2 |
| Number of global-route vias before repair | a little over 800 |
| Final Instance Area | 1130 um^2 |
| Final Critical Period | ~2.7 ns |
| Gate power share | about four fifths |
| RSZ-0062 raised after global routing | no |
| Core Area | 3740 um^2 |
| Fin crit share | between 90% and 100% |
| Worst Tran Pin Value | 0.545 ns |
| Routed via count | 838 |
| Async SR Flop Fraction | 0% |
| Post-Syn Area | about 820 um^2 |
| NetSw | between 0.5 and 0.6 mW |
| Setup Slack @ Placement | about 0.4 ns |
| Area leader share | between 10 and 15% |
| Post-synth regs | 4 |
| Routed Antenna Nets | 0 |
| DRC viols | 0 |
| Peak supply drop | roughly 0.00023 V |
| Fmax | between 300 and 400 MHz |
| Chip area | a little under 7000 um^2 |
| Via-to-Cell Ratio | ~4.7 |
| Initial DRC count | ~63 |
| CTS tree | built |
| Register-to-Register Path Depth | 7 |
| Cells after Synth | about 110 |
| Rows | 22 |
| DPL Wire Length | between 1500 and 2000 um |
| Main synth FF type | dfxtp_1 |
| Die X | slightly above 80 um |
| Clock Sinks | 4 |
| Logic area | between 600 and 700 um^2 |
| Sequential Area | 90.1 um^2 |
| FP Util | 21.9% |
| Critical path's top delay family | buffers and inverters |
| I/O pins | 27 |
| Final core utilization | between 30 and 40% |
| First-pass GRT wire length | just under 4000 um |
| Placer Congestion | roughly 0.85 |
| H-tree levels | 1 |
| Yosys stat area | 821 um^2 |
| Crit path buf inv count | 2 |
| Switching share of power | roughly 44% |
| Post-Layout Cell Count | 177 |
| Setup ws final | 0.210 ns |
| Share of cells above drive strength 1 | 10.9% |
| TritonCTS buffer count | 3 |
| GRT Total Usage | just over 6% |
| Hold wc startpoint | state[2] |
| Clk pin slew, worst setup/hold paths | roughly 0.03 ns |
-- routing by layer --
layer / share of wire, % / global-route usage [%] / vias up
met5: 0 / 0 / -
met4: 1.3 / 0.769 / 0
met3: 7.6 / 2.26 / 5
met2: 44 / 9.64 / 26
met1: 47 / 8.21 / 388
li1: - / - / 419
-- logic make-up after synthesis --
logic type	after synthesis	synth area share [%]
and+or+nand+nor	34	21.0
AOI/OAI and AO/OA	33	27.9
buffers and inverters	21	14.8
DFF	4	11.0
muxes	7	11.6
adders and majority gates	9	13.7
-- layout make-up --
type	instances	share of cell area, %
multi-input cells	83	54.1
repair buffers	31	26.3
flip-flops and latches	4	7.96
well taps	48	5.31
clock buffers	4	3.98
inverters	7	2.32
-- how the worst max path moves through the flow --
stage               endpoint  cells past startpoint
4_1_cts    bus_controller[2]                      7
5_1_grt   bus_controller[13]                      7
6_report   bus_controller[2]                      7
-- power by group through the flow --
stage / combinational [mW] / sequential [mW] / clock (mW)
5_1_grt: 1.10 / 0.154 / 0.134
6_report: 0.991 / 0.146 / 0.126
4_1_cts: 0.969 / 0.147 / 0.128
-- what timing repair did --
action	in CTS	in global routing
setup buffers	0	2
endpoints found under the setup margin	0	2
resized	0	1
-- metrics by stage --
stage	total power [mW]	hold slack, ns
after floorplan	0.774	0.775
after global placement	1.11	0.769
after detailed placement	1.11	0.759
after CTS	1.25	0.773
after global routing	1.39	0.849
final	1.26	0.776
-- placed cells by master, fill, tap and decap left out, drive strengths merged, types with 4 or more instances in the layout --
cell type,count
clkdlybuf4s50,26
nand2,12
o21ai,11
ha,9
nor2,7
mux2i,7
a211oi,7
inv,6
buf,5
clkbuf,4
-- worst register-to-register path, delay by kind of cell (launching register included) --
kind / cells / cell delay (ns)
mux: 1 / 0.43
compound gates: 3 / 0.36
buf+inv: 1 / 0.16
simple gates: 1 / 0.17
fa+ha+maj: 1 / 0.41
flops: 1 / 0.46
Power figures rest on the tool's default switching activity, not on a simulated workload.
