$ cat /design/flow/run.sh
#!/bin/bash
# OpenROAD 26Q1-2900-gdf79404cd8, Yosys 0.63+post, stock flow scripts
make -C /OpenROAD-flow-scripts/flow DESIGN_CONFIG=/design/flow/config.mk WORK_HOME=/design/flow/orfs finish
$ cat /design/flow/design.v
`timescale 1ns/1ps
module Memory(
  input [15:0] addrs_bus,
  input request,
  input rw,  
  output reg wait_,
  input [15:0] data_bus_write,
  output [15:0] data_bus_read
);
  reg [7:0] mem[0:255];
  integer i;
  initial begin
    wait_ = 1;
    for  (i=0;i!=256;i=i+1) mem[i] = 0;  
    mem['h0] = 8'b00000000;
    mem['h1] = 8'b10000010;
    mem['h2] = 8'b10000000;
    mem['h3] = 8'b10000100;
    mem['h4] = 8'b01000000;
    mem['h5] = 8'b10000010;
    mem['h6] = 8'b10000000;
    mem['h7] = 8'b10000000;
    mem['h8] = 8'b01000000;
    mem['h9] = 8'b10000000;
    mem['ha] = 8'b00000000;
    mem['hb] = 8'b10000110;
    mem['hc] = 8'b10000000;
    mem['hd] = 8'b10001000;
    mem['he] = 8'b01000000;
    mem['hf] = 8'b10000110;
    mem['h10] = 8'b11000000;
    mem['h11] = 8'b00000000;
    mem['h12] = 8'b00000000;
    mem['h13] = 8'b10000000;
    mem[8'b10000000] = 8'h00;
    mem[8'b10000001] = 8'h00;
    mem[8'b10000010] = 8'h00;
    mem[8'b10000011] = 8'h00;
    mem[8'b10000100] = 8'h00;
    mem[8'b10000101] = 8'h01;
    mem[8'b10000110] = 8'hFF;
    mem[8'b10000111] = 8'hFC;
    mem[8'b10001000] = 8'h00;
    mem[8'b10001001] = 8'h01;
  end
  assign data_bus_read[15:8] = (rw) ? mem[addrs_bus[7:0]] : 'bz;
  assign data_bus_read[7:0] = (rw) ? mem[addrs_bus[7:0]+1] : 'bz;
  always @ ( request or rw or data_bus_write ) begin
    if ( request ) begin
      if ( ~rw ) begin
        mem[addrs_bus] = data_bus_write[15:8];
        mem[addrs_bus+1] = data_bus_write[7:0];
      end
      wait_ = 0;
    end
    else wait_ = 1;
  end
endmodule
$ cat /design/flow/constraint.sdc
current_design Memory

set clk_period 8.4
set clk_io_pct 0.2

create_clock -name clk0 -period $clk_period

set non_clock_inputs [all_inputs -no_clocks]
set_input_delay [expr $clk_period * $clk_io_pct] -clock clk0 $non_clock_inputs
set_output_delay [expr $clk_period * $clk_io_pct] -clock clk0 [all_outputs]
$ cat /design/flow/config.mk
export PLATFORM = sky130hd
export DESIGN_NAME = Memory
export DESIGN_NICKNAME = Memory
export VERILOG_FILES = /design/flow/design.v
export SDC_FILE = /design/flow/constraint.sdc
export NUM_CORES = 4
export LEC_CHECK = 1
export CORE_UTILIZATION = 30
==> flow_metrics.rpt <==
==== FLOW RESULTS ====
----------------------------------------------------
[Outcome]
  Run status ........................ stopped before the end
  Last stage ........................ global routing (5_1_grt)
  First Error ........................ [ERROR GRT-0116] Global routing finished with congestion. Check the congestion regions in the DRC Viewer.

[Synth]
  Complex Gates by Area ........................ 0.290
  Netlist cell types ........................ roughly 74
  Number of synthesis warnings ........................ roughly 2,100
  XORs/XNORs by Area ........................ 0.000257
  Syn_area_per_cell ........................ roughly 7 µm²
  Dominant Register Cell ........................ dlxtn_1
  Main combinational cell family by area after synthesis ........................ AND-OR/OR-AND gates
  Post-synthesis async set-or-reset flop share ........................ 0
  Yosys-reported design area after synthesis ........................ 102,000 µm²
  Post-synthesis sequential element count ........................ roughly 2,000
  Number of cell instances after yosys synthesis ........................ roughly 14,000
  EDFF count, synth ........................ 0
  Cell count after synthesis ........................ 14,200
  Area fraction in mux cells ........................ 0.183
  Largest area contributor in the netlist ........................ dlxtn_1
  Area share of the leading cell type in the synthesized netlist ........................ 0.300
  Netlist Area Pre-Place ........................ 102,000 µm²
  Fraction of the mapped netlist area in adder cells ........................ 0
  Post-synthesis simple-gate area fraction ........................ 0.165
  Biggest area contributors in the synthesized netlist ........................ dlxtn_1 30%, mux2i_1 18%, a22oi_1 12%

[Floorplanning]
  Die boundary height ........................ around 600 µm
  Top Ports ........................ around 51
  Die W ........................ roughly 590 µm
  Number of core rows ........................ roughly 210
  FP Core Util ........................ 0.301

[Global routing]
  Vias in the first global route ........................ between 150k and 200k
  Pin count of the biggest net entering global routing ........................ 76
  First-pass GRT wire length ........................ between 2,000,000 and 2,500,000 µm
  Total track usage ........................ 0.983
  Gr ovfl total ........................ between 15,000 and 20,000

[Timing]
  Count of unclocked register or latch pins ........................ just over 2,000
  Endpoints left unconstrained ........................ 2,048

[Placement]
  Port Buffer Count ........................ approximately 43
  Routability-driven placement congestion ratio ........................ approximately 1.7
  Half-perimeter wire length after detailed placement ........................ 1,210,000 µm

[Clock tree]
  Hold-fix buffers, CTS ........................ 0

----------------------------------------------------
## per-layer routing
layer,GRT overflow,global-route usage
met1,2604,0.955
met5,223,0.849
met3,2660,0.929
met4,2921,0.950
met2,9658,1.08
## synthesized netlist by cell type, drive strengths merged (59+ instances only)
cell type     n
o22ai       145
buf         441
dlxtn      2048
nor2        667
a31oi       233
a22oi      1594
nor4         94
a21oi       189
nand3        83
clkbuf     1122
nand2      2741
a221oi       83
mux2i      1856
o21ai      2049
nor3        100
a22o        180
nand4       186
a222oi       59
## stage by stage
| stage | setup WS [ns] | util | cells | area [µm²] | total power [mW] |
|---|---|---|---|---|---|
| after detailed placement | -0.0106 | 0.371 | 19600 | 126000 | 9.92 |
| after global placement | -0.0157 | 0.371 | 19600 | 126000 | 9.89 |
| after floorplan | 2.66 | - | 14200 | 102000 | 4.34 |
| after CTS | 0.0461 | 0.371 | 19600 | 126000 | 9.95 |
## what timing repair did
action                     in CTS
setup endpoints to repair       1
gates resized                   1
buffers inserted                0
## cell families after synthesis
kind of cell	count (synthesis)
compound gates	4671
xor+xnor	3
buf+inv	1569
latches	2048
mux	1863
simple gates	4039
Power figures rest on the tool's default switching activity, not on a simulated workload.
